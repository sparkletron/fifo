==> design.v <==
`timescale 1ns/100ps
module fifo_ctrl #(
    parameter FIFO_DEPTH = 256,
    parameter BYTE_WIDTH = 1,
    parameter ADDR_WIDTH = 1,
    parameter COUNT_WIDTH= 1,
    parameter GREY_CODE  = 1,
    parameter COUNT_DELAY= 1,
    parameter COUNT_ENA  = 1,
    parameter ACK_ENA    = 0,
    parameter FWFT       = 0
  )
  (
    input                     rd_clk,
    input                     rd_rstn,
    input                     rd_en,
    output  [ADDR_WIDTH-1:0]  rd_addr,
    output                    rd_valid,
    output                    rd_mem_en,
    output                    rd_empty,
    input                     wr_clk,
    input                     wr_rstn,
    input                     wr_en,
    output  [ADDR_WIDTH-1:0]  wr_addr,
    output                    wr_ack,
    output                    wr_mem_en,
    output                    wr_full,
    input                     data_count_clk,
    input                     data_count_rstn,
    output  [COUNT_WIDTH:0]   data_count
  );
  localparam idle = 2'd0;
  localparam push = 2'd1;
  localparam ready= 2'd2;
  localparam DATA_MASK = {ADDR_WIDTH{1'b1}};
  reg [1:0] read_state;
  reg [ADDR_WIDTH-1:0] head = 0;
  reg [ADDR_WIDTH-1:0] tail = 0;
  reg [ADDR_WIDTH-1:0] r_head = 0;
  reg [ADDR_WIDTH-1:0] r_tail = 0;
  reg [ADDR_WIDTH-1:0] r_gr_head = 0;
  reg [ADDR_WIDTH-1:0] r_gr_tail = 0;
  reg [ADDR_WIDTH-1:0] next_head = 0;
  reg [ADDR_WIDTH-1:0] next_tail = 0;
  reg [ADDR_WIDTH-1:0] r_next_head = 0;
  reg [ADDR_WIDTH-1:0] r_next_tail = 0;
  reg [ADDR_WIDTH-1:0] rd_head = 0;
  reg [ADDR_WIDTH-1:0] wr_tail = 0;
  reg [ADDR_WIDTH-1:0] r_dc_head = 0;
  reg [ADDR_WIDTH-1:0] r_dc_tail = 0;
  reg r_dc_fwft_count = 0;
  reg rd_ctrl_mem = 0;
  reg r_rd_empty = 0;
  reg r_rd_rstn = 0;
  reg r_wr_rstn = 0;
  reg [ADDR_WIDTH-1:0] r_data_count = 0;
  reg r_fwft_count = 0;
  reg r_rd_valid = 0;
  assign rd_valid = r_rd_valid;
  assign rd_mem_en = ((r_tail == rd_head) ? 0 : ((rd_ctrl_mem | rd_en) & r_rd_rstn));
  assign wr_mem_en = (((wr_tail-1 & DATA_MASK) == r_head) ? 0 : (wr_en & r_wr_rstn));
  assign rd_addr = ((GREY_CODE == 0) ? r_tail : r_gr_tail);
  assign wr_addr = ((GREY_CODE == 0) ? r_head : r_gr_head);
  assign rd_empty = r_rd_empty;
  assign wr_full  = (((wr_tail-1 & DATA_MASK) == r_head) ? 1'b1 : 1'b0);
  always @(head or tail) begin
    next_head <= head + 1;
    next_tail <= tail + 1;
  end
  generate
  if (FWFT > 0) begin : gen_FWFT_ENABLED
    always @(posedge rd_clk) begin
      if(rd_rstn == 1'b0) begin
        read_state  <= idle;
        r_rd_valid  <= 1'b0;
        r_rd_empty  <= 1'b1;
        rd_ctrl_mem <= 1'b0;
        r_fwft_count<= 0;
      end else begin
        case(read_state)
          idle: begin
            read_state  <= idle;
            r_rd_empty  <= 1'b1;
            r_rd_valid  <= 1'b0;
            rd_ctrl_mem <= 1'b0;
            if (rd_head != r_tail) begin
              read_state  <= push;
              rd_ctrl_mem <= 1'b1;
            end
          end
          push: begin
            read_state <= push;
            r_rd_empty <= 1'b0;
            r_rd_valid <= 1'b1;
            rd_ctrl_mem<= 1'b0;
            r_fwft_count<= ~0;
            if(rd_en == 1'b1) begin
              read_state <= ready;
              if(rd_head == r_tail) begin
                read_state  <= idle;
                r_fwft_count<= 0;
                r_rd_empty  <= 1'b1;
                r_rd_valid  <= 1'b0;
                rd_ctrl_mem <= 1'b0;
              end
            end
          end
          ready: begin
            read_state <= ready;
            r_rd_empty <= 1'b0;
            r_rd_valid   <= 1'b1;
            rd_ctrl_mem<= 1'b0;
            if((rd_head == r_tail) && (rd_en == 1'b1)) begin
              read_state  <= idle;
              r_fwft_count<= 0;
              r_rd_empty  <= 1'b1;
              r_rd_valid  <= 1'b0;
              rd_ctrl_mem <= 1'b0;
            end
          end
          default:
            read_state <= idle;
        endcase
      end
    end
  end else begin : gen_FWFT_DISABLED
    always @(posedge rd_clk) begin
      if(rd_rstn == 1'b0) begin
        read_state  <= idle;
        r_rd_valid  <= 1'b0;
        r_rd_empty  <= 1'b1;
        rd_ctrl_mem <= 1'b0;
        r_fwft_count<= 0;
      end else begin
        read_state  <= ready;
        r_rd_empty  <= 1'b0;
        rd_ctrl_mem <= 1'b0;
        r_fwft_count<= 0;
        if (rd_en == 1'b1) begin
          r_rd_valid <= 1'b1;
        end
        if (rd_head == r_tail) begin
          r_rd_empty <= 1'b1;
          r_rd_valid <= 1'b0;
        end
      end
    end
  end
  if (ACK_ENA > 0) begin : gen_ACK_ENABLED
    reg r_wr_ack;
    assign wr_ack = r_wr_ack;
    always @(posedge wr_clk) begin
      if(wr_rstn == 1'b0) begin
        r_wr_ack <= 1'b0;
      end else begin
        r_wr_ack <= wr_en;
        if ((wr_tail-1 & DATA_MASK) == r_head) begin
          r_wr_ack <= 1'b0;
        end
      end
    end
  end else begin : gen_ACK_DISABLED
    assign wr_ack = 1'b0;
  end
  if (COUNT_ENA > 0) begin : gen_COUNT_ENABLED
    if(COUNT_WIDTH+1 <= ADDR_WIDTH) begin : gen_COUNT_WIDTH
      assign data_count = r_data_count[COUNT_WIDTH:0];
    end else begin : gen_ADDR_WIDTH
      assign data_count[COUNT_WIDTH:ADDR_WIDTH] = ((r_data_count != 0) ? 0 : {{(COUNT_WIDTH-ADDR_WIDTH){1'b0}}, r_fwft_count});
      assign data_count[ADDR_WIDTH-1:0] = r_data_count;
    end
    if (COUNT_DELAY > 0) begin : gen_COUNT_DELAY_ENABLED
      always @(posedge data_count_clk) begin
        if(data_count_rstn == 1'b0) begin
          r_data_count   <= 0;
          r_dc_head      <= 0;
          r_dc_tail      <= 0;
          r_dc_fwft_count<= 0;
        end else begin
          r_dc_head <= r_head;
          r_dc_tail <= r_tail;
          r_dc_fwft_count <= r_fwft_count;
          r_data_count <= (r_dc_head - r_dc_tail + r_dc_fwft_count);
          if(r_dc_tail > r_dc_head) begin
            r_data_count <= (r_dc_head - r_dc_tail - FIFO_DEPTH + r_dc_fwft_count);
          end
        end
      end
    end else begin : gen_COUNT_DELAY_DISABLED
      always @(r_tail or r_head or r_fwft_count) begin
        r_data_count <= ((r_tail > r_head) ? (r_head - r_tail - FIFO_DEPTH + r_fwft_count) : (r_head - r_tail + r_fwft_count));
      end
    end
  end else begin : gen_COUNT_DISABLED
    assign data_count = 0;
  end
  endgenerate
  always @(posedge rd_clk) begin
    if(rd_rstn == 1'b0) begin
      rd_head   <= 0;
      tail      <= 0;
      r_tail    <= 0;
      r_gr_tail <= 0;
      r_rd_rstn <= 1'b0;
    end else begin
      r_rd_rstn <= 1'b1;
      rd_head   <= head;
      if(read_state != idle) begin
        if((rd_ctrl_mem == 1'b1) || ((rd_head != r_tail) && (rd_en == 1'b1))) begin
          tail      <= next_tail;
          r_tail    <= next_tail;
          r_gr_tail <= next_tail ^ {1'b0, next_tail[ADDR_WIDTH-1:1]};
        end
      end
    end
  end
  always @(posedge wr_clk) begin
    if(wr_rstn == 1'b0) begin
      wr_tail    <= 0;
      head       <= 0;
      r_head     <= 0;
      r_gr_head  <= 0;
      r_wr_rstn  <= 1'b0;
    end else begin
      r_wr_rstn  <= 1'b1;
      wr_tail    <= tail;
      if (((wr_tail-1 & DATA_MASK) != r_head) && (wr_en == 1'b1)) begin
        head      <= next_head;
        r_head    <= next_head;
        r_gr_head <= next_head ^ {1'b0, next_head[ADDR_WIDTH-1:1]};
      end
    end
  end
endmodule
==> run.sh <==
#!/bin/bash
# OpenROAD 26Q1-2900-gdf79404cd8, Yosys 0.63+post, stock flow scripts
make -C /OpenROAD-flow-scripts/flow DESIGN_CONFIG=/design/flow/config.mk WORK_HOME=/design/flow/orfs finish
==> config.mk <==
export PLATFORM = sky130hd
export DESIGN_NAME = fifo_ctrl
export DESIGN_NICKNAME = fifo_ctrl
export VERILOG_FILES = /design/flow/design.v
export SDC_FILE = /design/flow/constraint.sdc
export NUM_CORES = 4
export LEC_CHECK = 1
export CORE_AREA = 10 10 70 70
export DIE_AREA = 0 0 80 80
==> constraint.sdc <==
current_design fifo_ctrl

set clk_period 1.7
set clk_io_pct 0.2

create_clock -name clk0 -period $clk_period [get_ports {data_count_clk}]
create_clock -name clk1 -period $clk_period [get_ports {rd_clk}]
create_clock -name clk2 -period $clk_period [get_ports {wr_clk}]

set non_clock_inputs [all_inputs -no_clocks]
set_input_delay [expr $clk_period * $clk_io_pct] -clock clk0 $non_clock_inputs
set_output_delay [expr $clk_period * $clk_io_pct] -clock clk0 [all_outputs]
==> job_summary.md <==
### Flow metrics

| Metric | Value |
|---|---|
| Die area | `6400 um2` |
| Setup WS post-layout | `137 ps` |
| Top sig layer | `met3` |
| Gr usage total | `2.87%` |
| Top Layout Cells | `10 x dfxtp_1, 9 x clkbuf_4, 8 x clkdlybuf4s50_1` |
| Unique masters post-synth | `11` |
| CP endpoint kind | `primary output` |
| Die Span X | `80 um` |
| Residual DRC | `0` |
| # Max-Cap Violations | `0` |
| # diodes | `0` |
| Synth Instances | `37` |
| Hold Path End | `tail$_SDFFE_PN0P_` |
| Via count | `299` |
| Layout cells sized above 1 | `just over 30%` |
| FP Rows | `21` |
| Starting DRT DRC Count | `3` |
| Lkg Pwr | `0.324 nW` |
| Routed length per placed instance | `7.86 um` |
| Reg-to-reg endpoint | `r_rd_valid$_SDFFE_PP0P_` |
| Worst Hold Launch | `read_state[1]$_DFF_P_` |
| Metal-1 WL | `337 um` |
| Finished Cell Area | `around 670 um2` |
| Largest net degree at the start of global routing | `8` |
| CTS tree | `done` |
| Die Y | `around 80 um` |
| Seq cells post-synth | `12` |
| Hold Crit Depth | `2` |
| Final setup fails | `0` |
| Detail Route Antenna Nets | `0` |
| Initial antenna violation count | `0` |
| FP Util | `11.8%` |
| Stage-log warning count | `26` |
| YS warnings | `3` |
| Hold Buf Count CTS | `0` |
| Total routed wirelength | `841 um` |
| Via density | `around 2.8` |
| 1st-pass router iterations | `3` |
| Placed Area | `~570 um2` |
| Routed wl met2 | `405 um` |
| First-pass GRT wire length | `1460 um` |
| Outcome | `finished clean` |
| Final hold slack | `477 ps` |
| Reg-to-reg slack, setup | `950 ps` |
| Logic area | `~150 um2` |
| Hold WC Path Type | `flop to flop` |
| Worst slack, placed | `-91.6 ps` |
| Core box area | `3420 um2` |
| I/O Pins | `18` |
| R2r startpoint | `tail$_SDFFE_PN0P_` |
| Worst Path Required | `between 1000 and 1500 ps` |
| Avg Cell Area, Syn | `10.9 um2` |
| Fill cell count | `383` |
| Power Density | `approximately 1100 nW/um2` |
| RePlAce Congestion | `0.662` |
| RSZ-0062 raised after global routing | `no` |
| Clock Pin Slew Worst Setup and Hold Paths | `40 ps` |
| Commonest Layout Cell | `dfxtp_1` |
| Detailed placement HPWL | `between 600 and 700 um` |
| Yosys chip area | `slightly above 400 um2` |
| Remaining global-route overflow | `0` |
| Seq share, synth | `59.4%` |
| Max VDD drop | `247 uV` |
| Crit path DAT | `approximately 1200 ps` |
| Clock sinks | `12` |
| Startpoint types | `flop` |
| Crit Path Max Fanout | `2` |
| Final count of hold timing violations | `0` |
| Port bufs | `11` |
| Layout overhead on the synthesized area | `65.9%` |
| Path type of the worst setup path | `flop to primary output` |
| Mapped cell area | `404 um2` |
| Yosys cell count | `37` |
| Slew Limit Fails | `0` |
| Path depth of the worst reg2reg path | `2` |
| Register area | `245 um2` |
| Final Skew | `roughly 2.7 ps` |
| Routed wl met3 | `98 um` |
| Number of global-route vias before repair | `roughly 350` |
-- cells in the mapped netlist --
master	number	area, um2
conb_1	1	3.75
buf_4	5	37.5
nand2_1	6	22.5
o211a_1	2	20.0
nor2_1	1	3.75
xor2_1	3	26.3
dfxtp_1	12	240
and2_1	3	18.8
and2_2	2	15.0
mux2i_1	1	10.0
and3_1	1	6.26
-- worst max path at each step --
| stage | endpoint | from | slack (ps) |
|---|---|---|---|
| global route | wr_full | wr_tail$_SDFF_PN0_ | 70 |
| finish | wr_full | wr_tail$_SDFF_PN0_ | 140 |
| CTS | wr_mem_en | head$_SDFFE_PN0P_ | 10 |
-- stage by stage --
stage	power [mW]	std cells	setup TNS (ps)	utilization [%]
2_1_floorplan	0.323	40	0	-
3_3_place_gp	0.352	95	-137	16.6
3_5_place_dp	0.352	95	-158	16.6
4_1_cts	0.740	106	0	19.0
5_1_grt	0.771	107	0	19.6
6_report	0.719	107	0	19.6
-- cell type report --
cell class	instances	share of cell area (%)
Clock buffer	11	11.2
Tap cell	46	8.58
Sequential cell	12	36.6
Timing Repair Buffer	15	20.9
Multi-Input combinational cell	23	22.8
-- where the power goes --
part           switching, mW  internal (mW)  total [mW]
clock network          0.115          0.255       0.370
logic                 0.0140         0.0336      0.0475
registers            0.00634          0.295       0.302
-- worst max-delay path: stages (launching register included) --
cell and delay [ps]:
dfxtp_1 350, xor2_2 160, clkdlybuf4s50_1 490
-- cell families (layout without fill, tap and decap cells) --
| family | after synthesis | in the layout | synth area share [%] |
|---|---|---|---|
| AOI/OAI and AO/OA | 2 | 2 | 4.95 |
| xor gates and xnor gates | 3 | 3 | 6.50 |
| DFF | 12 | 12 | 59.4 |
| other | 1 | 4 | 0.928 |
| buffers and inverters | 5 | 26 | 9.29 |
| and+or+nand+nor | 13 | 13 | 16.4 |
| muxes | 1 | 1 | 2.48 |
-- registers in the layout, indices dropped and copies added (netlist names) --
register and flops:
head 1, r_data_count 1, r_dc_head 1, r_dc_tail 1, r_rd_empty 1, r_rd_rstn 1
r_rd_valid 1, r_wr_rstn 1, rd_head 1, read_state 1, tail 1, wr_tail 1
-- layer usage --
metal  GRT usage [%]  vias to the layer above
li1                -                      155
met1            2.71                      133
met2            4.09                       11
met3            2.39                        0
met4            1.94                        0
met5               0                        -
-- timing repair --
item | in CTS | in global routing
setup buffers | 0 | 1
resized | 4 | 4
endpoints found under the setup margin | 2 | 2
pin swaps | 1 | 1
hold endpoints to repair | 0 | 0
Power is estimated from default activity; no workload was simulated.
